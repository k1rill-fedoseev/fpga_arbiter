==> ./design.v <==
module rra #(parameter N=4, parameter LN=$clog2(N)) (
  input clk,
  input clk_en,
  input rst,
  input [N-1:0] req,
  output [LN-1:0] grant,
  output valid
);
  reg [LN-1:0] pointer_reg;
  reg [LN-1:0] grant_reg;
  assign grant = grant_reg;
  assign valid = |req[N-1:0];
  always @(posedge clk) begin
    if (rst) begin
	   pointer_reg <= 0;
		grant_reg <= 0;
	 end
	 else
		if (clk_en) begin
		  pointer_reg <= grant_reg + 1;
    case (pointer_reg)
      0:
        if      (req[0])  grant_reg = 0;
        else if (req[1])  grant_reg = 1;
        else if (req[2])  grant_reg = 2;
        else if (req[3])  grant_reg = 3;
        else if (req[4])  grant_reg = 4;
        else if (req[5])  grant_reg = 5;
        else if (req[6])  grant_reg = 6;
        else if (req[7])  grant_reg = 7;
      1:
        if      (req[1])  grant_reg = 1;
        else if (req[2])  grant_reg = 2;
        else if (req[3])  grant_reg = 3;
        else if (req[4])  grant_reg = 4;
        else if (req[5])  grant_reg = 5;
        else if (req[6])  grant_reg = 6;
        else if (req[7])  grant_reg = 7;
        else if (req[0])  grant_reg = 0;
      2:
        if      (req[2])  grant_reg = 2;
        else if (req[3])  grant_reg = 3;
        else if (req[4])  grant_reg = 4;
        else if (req[5])  grant_reg = 5;
        else if (req[6])  grant_reg = 6;
        else if (req[7])  grant_reg = 7;
        else if (req[0])  grant_reg = 0;
        else if (req[1])  grant_reg = 1;
      3:
        if      (req[3])  grant_reg = 3;
        else if (req[4])  grant_reg = 4;
        else if (req[5])  grant_reg = 5;
        else if (req[6])  grant_reg = 6;
        else if (req[7])  grant_reg = 7;
        else if (req[0])  grant_reg = 0;
        else if (req[1])  grant_reg = 1;
        else if (req[2])  grant_reg = 2;
		4:
        if      (req[4])  grant_reg = 4;
        else if (req[5])  grant_reg = 5;
        else if (req[6])  grant_reg = 6;
        else if (req[7])  grant_reg = 7;
        else if (req[0])  grant_reg = 0;
        else if (req[1])  grant_reg = 1;
        else if (req[2])  grant_reg = 2;
        else if (req[3])  grant_reg = 3;
		5:
        if      (req[5])  grant_reg = 5;
        else if (req[6])  grant_reg = 6;
        else if (req[7])  grant_reg = 7;
        else if (req[0])  grant_reg = 0;
        else if (req[1])  grant_reg = 1;
        else if (req[2])  grant_reg = 2;
        else if (req[3])  grant_reg = 3;
        else if (req[4])  grant_reg = 4;
		6:
        if      (req[6])  grant_reg = 6;
        else if (req[7])  grant_reg = 7;
        else if (req[0])  grant_reg = 0;
        else if (req[1])  grant_reg = 1;
        else if (req[2])  grant_reg = 2;
        else if (req[3])  grant_reg = 3;
        else if (req[4])  grant_reg = 4;
        else if (req[5])  grant_reg = 5;
		7:
        if      (req[7])  grant_reg = 7;
        else if (req[0])  grant_reg = 0;
        else if (req[1])  grant_reg = 1;
        else if (req[2])  grant_reg = 2;
        else if (req[3])  grant_reg = 3;
        else if (req[4])  grant_reg = 4;
        else if (req[5])  grant_reg = 5;
        else if (req[6])  grant_reg = 6;
    endcase
	 end
	 end
endmodule
==> ./run.sh <==
#!/bin/bash
# OpenROAD 26Q1-2900-gdf79404cd8, Yosys 0.63+post, stock flow scripts
make -C /OpenROAD-flow-scripts/flow DESIGN_CONFIG=/design/flow/config.mk WORK_HOME=/design/flow/orfs finish
==> ./config.mk <==
export PLATFORM = sky130hd
export DESIGN_NAME = rra
export DESIGN_NICKNAME = rra
export VERILOG_FILES = /design/flow/design.v
export SDC_FILE = /design/flow/constraint.sdc
export NUM_CORES = 4
export LEC_CHECK = 1
export CORE_AREA = 10 10 70 70
export DIE_AREA = 0 0 80 80
==> ./constraint.sdc <==
current_design rra

set clk_period 1.9
set clk_io_pct 0.2

create_clock -name clk0 -period $clk_period [get_ports {clk}]

set non_clock_inputs [all_inputs -no_clocks]
set_input_delay [expr $clk_period * $clk_io_pct] -clock clk0 $non_clock_inputs
set_output_delay [expr $clk_period * $clk_io_pct] -clock clk0 [all_outputs]
==> reports/results.ini <==
[run_status]
outcome = finished clean

[clocking]
cts_hold_buf = 0
htree_levels = 1
clk_pin_slew_ns = 0.04
cts_num_sinks = 4
root_buffer = clkbuf_4
cts_tree = yes
clk-insertion-delay-late_ns = 0.23
cts-buffers-inserted = 3
cts_buffer_depth = 2

[detailed_routing]
n_antenna_cell = 0
dr_total_vias = 298
drt_wl_total_um = 806
drt_pass1_iterations = 3
drc_errors = 0
antenna_left = 0
drt_iter0_markers = 3
routed_via_density = 3.24
wl_per_cell_um = 8.76

[worst_setup_path]
cp_slowest_stage_delay_ns = 0.41
cpMaxStageDelayCell = clkdlybuf4s50_1
startpoint_type = primary input
crit_type = primary input to output pin
reg2reg_slack_ns = 0.71
cp.required_ns = 1.52
crit_path_max_fanout = 2
cp-end-kind = output pin
critical_path_arrival_ns = 1.42
path_cells = clkdlybuf4s50_1, or4_1, dlygate4sd2_1

[floorplanning]
io_pins = 10
core_um2 = 3420
die-area_um2 = 6400
die_w_um = 80
die.size.y_um = 80
fp_util = 0.0791
rows = 21

[synthesis]
synth_top_area_share = 0.296
mux_share = 0.0417
synth_area_um2 = 270
synth.avg_cell_area_um2 = 9.01
ys_sh_xor = 0.0324
synth_cells = 30
synth_top_cell_by_area = dfxtp_1
synthAoiAreaFrac = 0.301
yosys_cells = 30
area_leaders = dfxtp_1 (30%), a311oi_2 (11%), nand2b_1 (6.9%)
yosysSeqAreaShare = 0.296
ys_chip_area_um2 = 270
synthTopLogicFamily = AND-OR/OR-AND gates
adder_share = 0
synthSimpleGateAreaFrac = 0.287
ys_ff = 4
yosysWarningCount = 33
ys_types = 18

[place]
pre_cts_ws_ns = -0.207
globalplace.congestion = 0.783
dp_hpwl_um = 653
dpl.cell_count = 89
port_buffers = 9

[sta]
layout_setup_ws_ns = 0.0987
period_minus_slack_ns = 1.80
fin_setup_tns_ns = 0
slew_headroom = 0.817
clock.fmax_ghz = 0.555
fin_skew_ns = 0.000660
setup_viol_count_final = 0
rsz0062_at_grt = no
hold_violations = 0
tightest_slew_ns = 0.274
fin_hold_ws_ns = 0.569
period_used_share = 0.948
slew_violations = 0

[flow_run]
warnings = 25
max_cap_violations = 0

[global_routing]
grt_pass1_wl_um = 1410
grt_max_degree = 9
antenna_found_initial = 0
grt_pass1_vias = 308
track_usage = 0.0255
grt-ovfl-total = 0

[layout]
flop_area_um2 = 80.1
final_cells = 92
logic_area_um2 = 179
layout-drive-gt1-share = 0.217
syn_to_final_growth_pct = 72.2
fillCellCount = 396

[power_and_ir_drop]
ir_worst_vdd_mv = 0.0920
power_leakage_nw = 0.157
p_per_area_nw_per_um2 = 596
totalPowerFinal_w = 0.000277

[hold_path]
hold_path_class = flip-flop to flip-flop

-- Yosys cell counts --
cell	number
mux2_2	1
nand2b_1	3
a31oi_1	1
or3_1	1
nor3b_1	1
a311oi_2	2
a211oi_1	1
o2111ai_1	2
dfxtp_1	4
o221ai_1	1
inv_1	3
or4_1	1
o41a_1	1
xnor2_1	1
and2b_1	1
nor2_1	4
nor4_1	1
or3b_1	1
-- per-stage QoR --
| stage | utilization | area [µm²] |
|---|---|---|
| after floorplan | - | 270 |
| after global placement | 0.131 | 448 |
| after detailed placement | 0.131 | 448 |
| after CTS | 0.136 | 465 |
| after global routing | 0.136 | 465 |
| final | 0.136 | 465 |
-- critical path, delay by kind of cell --
family / cells / cell delay, ns
buf+inv: 2 / 0.66
simple gates: 1 / 0.39
-- where the power goes --
| group | leakage, nW | internal (W) | total (W) | switching [W] |
|---|---|---|---|---|
| Combinational | 0.110 | 0.0000411 | 0.0000668 | 0.0000257 |
| Clock | 0.0138 | 0.0000707 | 0.000107 | 0.0000360 |
| Sequential | 0.0332 | 0.0000921 | 0.000104 | 0.0000115 |
-- cell type report --
| class | instances | area share |
|---|---|---|
| clock buffer | 3 | 0.0484 |
| inverter | 3 | 0.0242 |
| multi-input combinational | 23 | 0.384 |
| sequential | 4 | 0.172 |
| tap | 46 | 0.124 |
| timing repair buffer | 13 | 0.247 |
-- timing repair --
item	4_1_cts	5_1_grt
resized	4	0
endpoints found under the setup margin	1	0
buffers inserted	0	0
-- placed cells by master, fill, tap and decap left out --
cell type,n
o221ai_1,1
o2111ai_1,2
or3_1,1
nor2_1,4
buf_4,4
o41a_1,1
or3b_1,1
or4_1,1
a211oi_1,1
xnor2_1,1
inv_1,3
dlygate4sd2_1,4
clkdlybuf4s50_1,5
mux2_2,1
nand2b_1,3
nor4_1,1
dfxtp_1,4
a311oi_2,2
and2b_1,1
a31oi_1,1
nor3b_1,1
clkbuf_4,3
-- cells by family (layout without fill, tap and decap cells) --
group                     after synthesis  after routing
buffers and inverters                   3             19
DFF                                     4              4
and+or+nand+nor                        13             13
AOI/OAI and AO/OA                       8              8
muxes                                   1              1
xor gates and xnor gates                1              1
-- routing by layer --
layer,track usage,part of all wire
met5,0,0
met4,0.00880,0
met3,0.00455,0.0025
met2,0.0530,0.65
met1,0.0233,0.35
-- final timing paths --
kind	start	to	depth (start not counted)
max	req[1]	valid	3
min	grant_reg[1]$_SDFFE_PP0P_	grant_reg[1]$_SDFFE_PP0P_	2
max reg2reg	pointer_reg[0]$_SDFFE_PP0P_	grant_reg[0]$_SDFFE_PP0P_	3
min reg2reg	grant_reg[1]$_SDFFE_PP0P_	grant_reg[1]$_SDFFE_PP0P_	2
No activity file was given, so power comes from the tool's default toggle rates.
