## /design/flow/config.mk

```make
export PLATFORM = sky130hd
export DESIGN_NAME = sync_and_debounce
export DESIGN_NICKNAME = sync_and_debounce
export VERILOG_FILES = /design/flow/design.v
export SDC_FILE = /design/flow/constraint.sdc
export NUM_CORES = 4
export LEC_CHECK = 1
export CORE_AREA = 10 10 71 71
export DIE_AREA = 0 0 81 81
```

## /design/flow/constraint.sdc

```tcl
current_design sync_and_debounce

set clk_period 2.1
set clk_io_pct 0.2

create_clock -name clk0 -period $clk_period [get_ports {clk}]

set non_clock_inputs [all_inputs -no_clocks]
set_input_delay [expr $clk_period * $clk_io_pct] -clock clk0 $non_clock_inputs
set_output_delay [expr $clk_period * $clk_io_pct] -clock clk0 [all_outputs]
```

## /design/flow/run.sh

```bash
#!/bin/bash
# OpenROAD 26Q1-2900-gdf79404cd8, Yosys 0.63+post, stock flow scripts
make -C /OpenROAD-flow-scripts/flow DESIGN_CONFIG=/design/flow/config.mk WORK_HOME=/design/flow/orfs finish
```

## /design/flow/design.v

```verilog
module sync_and_debounce
# (
    parameter w = 1, depth = 8
)
(   
    input            clk,
    input            reset,
    input  [w - 1:0] sw_in,
    output [w - 1:0] sw_out
);
    genvar sw_cnt;
    generate
        for (sw_cnt = 0; sw_cnt < w; sw_cnt = sw_cnt + 1)
        begin : gen_sync_and_debounce
           sync_and_debounce_one
           # (.depth (depth))
           i_sync_and_debounce_one
           (    
              .clk    ( clk             ),
              .reset  ( reset           ),
              .sw_in  ( sw_in  [sw_cnt] ),
              .sw_out ( sw_out [sw_cnt] )
           );
        end
    endgenerate 
endmodule
module sync_and_debounce_one
# (
    parameter depth = 8
)
(   
    input      clk,
    input      reset,
    input      sw_in,
    output reg sw_out
);
    reg  [depth - 1:0] cnt;
    reg  [        2:0] sync;
    wire               sw_in_s;
    assign sw_in_s = sync [2];
    always @ (posedge clk or posedge reset)
        if (reset)
            sync <= 3'b0;
        else
            sync <= { sync [1:0], sw_in };
    always @ (posedge clk or posedge reset)
        if (reset)
            cnt <= { depth { 1'b0 } };
        else if (sw_out ^ sw_in_s)
            cnt <= cnt + 1'b1;
        else
            cnt <= { depth { 1'b0 } };
    always @ (posedge clk or posedge reset)
        if (reset)
            sw_out <= 1'b0;
        else if (cnt == { depth { 1'b1 } })
            sw_out <= sw_in_s;
endmodule
```

==> results_dict.tcl <==
# yosys + openroad results
set metrics [dict create \
    final_core_util_pct 17.5 \
    drive_above_1_share_pct 12.0 \
    synthesis.area_um2 490 \
    chipArea_um2 6560 \
    clock-root-buffer "clkbuf_8" \
    syn_avg_cell_area_um2 11.4 \
    grt_pass1_wl_um 1460 \
    cpLargestDelayFamily "buffers and inverters" \
    status "finished clean" \
    rrSetupSlack_ps 750 \
    tns_ps 0 \
    tritoncts "built" \
    routabilityCongestion 0.671 \
    crit_slowest_cell "clkdlybuf4s50_1" \
    antenna_found_initial 0 \
    drt_first_pass_iters 4 \
    yosysTopAreaCell "dfrtp_1" \
    rsz0062_at_grt "false" \
    grt_max_degree 13 \
    ys_chip_area_um2 490 \
    start_kind "flop" \
    powerDensity_nw_per_um2 804 \
    layout_top_cell "dfrtp_1" \
    ys.flops 12 \
    drtAntennaViolNets 0 \
    vdd_drop_max_mv 0.344 \
    hold_viol 0 \
    fp-row-count 22 \
    crit_type "flop to primary output" \
    fmaxAchievable_mhz 645 \
    post_cts_buffers 0 \
    total_power_w 0.000511 \
    setup_viol_count_final 0 \
    ios 4 \
    ctsResizeCount 0 \
    viasPerCell 3.34 \
    clock_latency_ps 240 \
    endpoint_kind "primary output" \
    syn2layout_area_growth_pct 29.6 \
    syn_inst 43 \
    timing.slew.headroom_pct 60.0 \
    worstPathArrival_ps 1130 \
    antennaDiodeCount 0 \
    clkSinkCount 12 \
    drtIter0Drc 10 \
    grtUsageTotal_pct 2.70 \
    core-area_um2 3630 \
    drv_slew 0 \
    die_x_um 81 \
    period_used_pct 73.9 \
    yosysSeqAreaShare_pct 61.2 \
    drv_cap 0 \
    crit_chain "clkdlybuf4s50_1" \
    yosys_cells 43 \
    ctsHoldBuffers 0 \
    logic_area_um2 183 \
    grt-ovfl-total 0 \
    topCellsByArea "dfrtp_1 (61%), xor2_1 (5.4%), nand3_1 (5.1%)" \
    fp.dieH_um 81 \
    worstMarginPinSlew_ps 595 \
    fin_crit_ps 1550 \
    cp_max_fo 4 \
    wl_per_cell_um 8.28 \
    cp_data_required_time_ps 1680 \
    hold_path.class "flop to flop" \
    ys.warnings.count 1 \
    cts_buffer_depth 2 \
    fp_util_pct 13.5 \
    io_buffers 3 \
    skew_ps 1.17 \
    remaining_drc_errors 0 \
    routed-via-count 327 \
    yosysTopAreaCellShare_pct 61.2 \
    seqCellArea_um2 300 \
    cp.buffers_inverters 1 \
    num-fill-cells 407 \
    warning_count 25 \
    final_cell_mix "dfrtp_1 (12), nand3_1 (5), nor2_1 (5)" \
    synth.distinct_cells 14 \
    grt_pass1_vias 337 \
    htreeDepth 1 \
    numCtsBuffers 3 \
    slowest_delay_ps 490 \
    clk_pin_slew_ps 50 \
    fin_hold_ws_ps 348 \
    p_leak_nw 0.262 \
    dpl.hpwl_um 603 \
    drt_wl_total_um 811 \
]
-- logic make-up (layout without fill, tap and decap cells) --
| family | after synthesis | in the layout | synth area share [%] |
|---|---|---|---|
| buffers and inverters | 2 | 9 | 1.53 |
| AND-OR/OR-AND | 6 | 6 | 6.12 |
| flip-flops | 12 | 12 | 61.2 |
| adder cells (fa/ha/maj) | 1 | 1 | 2.55 |
| multiplexers | 1 | 1 | 2.30 |
| XOR/XNOR | 5 | 5 | 8.93 |
| AND/OR/NAND/NOR | 16 | 16 | 17.3 |
-- report_power, final --
part	internal [W]	switching, W	total, W
logic	0.00000886	0.0000113	0.0000202
registers	0.000239	0.00000743	0.000247
clock network	0.000165	0.0000792	0.000244
-- layer usage --
metal / part of all wire [%] / global-route usage (%) / up-vias
li1: - / - / 161
met1: 45 / 2.93 / 156
met3: 8.6 / 1.78 / 2
met5: 0 / 0 / -
met4: 0.99 / 0.519 / 0
met2: 45 / 4.38 / 8
-- registers in the layout, summed over array words and instances (netlist names) --
register and cells:
gen_sync_and_debounce.i_sync_and_debounce_one.sync 3, gen_sync_and_debounce.i_sync_and_debounce_one.cnt 8, gen_sync_and_debounce.i_sync_and_debounce_one.sw_out 1
-- Yosys cell counts --
cell,number
and2_1,1
o21ai_0,3
nor2_1,5
ha_1,1
nand4_2,1
inv_1,2
or3_1,3
dfrtp_1,12
xor2_1,3
mux2_2,1
nand3_1,5
xnor2_1,2
nand2_1,1
a21oi_1,3
-- area by class of cell --
cell class | instances | area share [%]
multi-input cells | 29 | 28.7
clock buffers | 4 | 8.66
flip-flops and latches | 12 | 47.2
repair buffers | 3 | 4.72
well taps | 48 | 9.45
inverters | 2 | 1.18
-- stage by stage --
| step | setup WS [ps] | instances | area, um^2 |
|---|---|---|---|
| 4_1_cts | 526 | 98 | 636 |
| 6_report | 549 | 98 | 636 |
| 5_1_grt | 495 | 98 | 636 |
| 2_1_floorplan | 886 | 43 | 490 |
| 3_5_place_dp | 741 | 94 | 581 |
| 3_3_place_gp | 770 | 94 | 581 |
-- path summary, 6_finish.rpt --
check / start / endpoint / cells past startpoint
worst max-delay path: flop / sw_out[0] / 1
worst min-delay path: flop / flop / 0
worst max register to register: flop / flop / 4
worst min register to register: flop / flop / 0
max in group asynchronous: reset / asynchronous set/reset pin / 2
min in group asynchronous: reset / asynchronous set/reset pin / 2
